==> /design/flow/run.sh <==
#!/bin/bash
# OpenROAD 26Q1-2900-gdf79404cd8, Yosys 0.63+post, stock flow scripts
make -C /OpenROAD-flow-scripts/flow DESIGN_CONFIG=/design/flow/config.mk WORK_HOME=/design/flow/orfs finish
==> /design/flow/config.mk <==
export PLATFORM = sky130hd
export DESIGN_NAME = alu
export DESIGN_NICKNAME = alu
export VERILOG_FILES = /design/flow/design.v
export SDC_FILE = /design/flow/constraint.sdc
export NUM_CORES = 4
export LEC_CHECK = 1
export CORE_UTILIZATION = 40
==> /design/flow/constraint.sdc <==
current_design alu

set clk_period 1.0
set clk_io_pct 0.2

create_clock -name clk0 -period $clk_period [get_ports {clk}]

set non_clock_inputs [all_inputs -no_clocks]
set_input_delay [expr $clk_period * $clk_io_pct] -clock clk0 $non_clock_inputs
set_output_delay [expr $clk_period * $clk_io_pct] -clock clk0 [all_outputs]
==> /design/flow/design.v <==
`timescale 1ns/1ps
module alu(
           clk,            
           rst_n,          
           src1,           
           src2,           
           ALU_control,    
           result,         
           zero,           
           cout,           
           overflow        
           );
input           clk;
input           rst_n;
input  [32-1:0] src1;
input  [32-1:0] src2;
input   [4-1:0] ALU_control;
output [32-1:0] result;
output          zero;
output          cout;
output          overflow;
reg    [32-1:0] result;
reg             zero;
reg             cout;
reg             overflow;
genvar		i;
wire     [32:1] co;
wire		set;
wire		over;
wire    [32-1:0] re;
always@( posedge clk or negedge rst_n ) 
begin
	if(!rst_n) begin
		result = 0;
		zero = 1;
		cout = 0;
		overflow = 0;
	end
	else begin
		result = re;
		zero = (re)? 0:1;
		cout = co[32]&&ALU_control[1]&&(!ALU_control[0]);
		overflow = over;
	end
end
generate
	for(i = 0; i < 32; i = i + 1) begin
		if(i == 0) begin
			alu_1bit alu1(re[i], co[i+1], src1[i], src2[i], ALU_control[2], ALU_control[3:0], set);
		end
		else if(i == 31) begin
			alu_1bit_last alu31(re[i], co[i+1], set, over, src1[i], src2[i], co[i], ALU_control[3:0], 1'b0);
		end
		else begin
			alu_1bit alue(re[i], co[i+1], src1[i], src2[i], co[i], ALU_control[3:0], 1'b0);
		end
	end
endgenerate
endmodule
module alu_1bit(output result, output cout, input src1, input src2, input cin, input [3:0]opr, input less);
	wire aout, bout, andout, orout, addout, out1, out2, out3, nsrc1, nsrc2;
	not N1(nsrc1, src1);
	not N2(nsrc2, src2);
	multiplexer_1bit M1(aout, {nsrc1, src1}, opr[3]);
	multiplexer_1bit M2(bout, {nsrc2, src2}, opr[2]);
	and G1(andout, aout, bout);
	or G2(orout, aout, bout);
	xor Gadd0(addout, aout, bout, cin);
	and Gadd1(out1, aout, bout);
	and Gadd2(out2, aout, cin);
	and Gadd3(out3, bout, cin);
	or Gadd4(cout, out1, out2, out3);
	multiplexer_2bit M3(result, {less, addout, orout, andout}, opr[1:0]);
endmodule 
module alu_1bit_last(output result, output cout, output set, output overflow, input src1, input src2, input cin, input [3:0]opr, input less);
	wire aout, bout, andout, orout, addout, out1, out2, out3, nsrc1, nsrc2;
	not N1(nsrc1, src1);
	not N2(nsrc2, src2);
	multiplexer_1bit M1(aout, {nsrc1, src1}, opr[3]);
	multiplexer_1bit M2(bout, {nsrc2, src2}, opr[2]);
	and G1(andout, aout, bout);
	or G2(orout, aout, bout);
	xor Gadd0(addout, aout, bout, cin);
	and Gadd1(out1, aout, bout);
	and Gadd2(out2, aout, cin);
	and Gadd3(out3, bout, cin);
	or Gadd4(cout, out1, out2, out3);
	xor Gover(overflow, cin, cout);
	xor Gset(set, overflow, addout);
	multiplexer_2bit M3(result, {less, addout, orout, andout}, opr[1:0]);
endmodule 
module multiplexer_1bit(output out, input [1:0]in, input op);
	assign out = (in[0]&&(!op)) || (in[1]&&op);
endmodule 
module multiplexer_2bit(output out, input [3:0]in, input [1:0]op); 
	assign out = (in[0]&&(!op[0])&&(!op[1])) || (in[1]&&op[0]&&(!op[1])) || (in[2]&&(!op[0])&&op[1]) || (in[3]&&op[0]&&op[1]);
endmodule 
==> results.sh <==
# yosys + openroad results
export IMPL_outcome="complete, but fails checks"
export IMPL_violations="setup timing"
export IMPL_cts_inserted_buffers=5
export IMPL_peakVddDrop_uv=621.1
export IMPL_drc=0
export IMPL_detail_route_antenna_nets=0
export IMPL_finalHoldViolations=0
export IMPL_final_util_pct=67.16
export IMPL_lay_top_count="buf_4"
export IMPL_via_per_inst=4.475
export IMPL_finalMaxSlewViolations=0
export IMPL_cp_common_cell="fa_2"
export IMPL_hold_class="input port to flip-flop"
export IMPL_synth_seq_share_pct=21.46
export IMPL_log_warning_count=92
export IMPL_areaGrowthSynthToFinish_pct=61.39
export IMPL_grt_max_degree=24
export IMPL_setup_slack_ns=-11.20
export IMPL_ys_types=26
export IMPL_leakage_uw=0.003245
export IMPL_netlist_area_leader_share_pct=20.82
export IMPL_io_buffers=104
export IMPL_yosys_area_um2=4086
export IMPL_syn_avg_cell_area_um2=9.991
export IMPL_critPathKind="input port to flip-flop"
export IMPL_area_leaders="dfrtp_1, ha_1, fa_1, xor2_1, inv_1"
export IMPL_dr_pass1_iters=4
export IMPL_post_dp_cell_area_um2=6309
export IMPL_slew_headroom_pct=71.17
export IMPL_cts_root_buf="clkbuf_8"
export IMPL_crit_fanout=2
export IMPL_cts_buffer_depth=2
export IMPL_cts_sinks=35
export IMPL_fp_util_pct=41.62
export IMPL_synth_seq_cells=35
export IMPL_routedWlPerCell_um=12.60
export IMPL_fp_dieW_um=103.1
export IMPL_yosys_stat_cells=409
export IMPL_htreeDepth=2
export IMPL_grt_pass1_wl_um=15770
export IMPL_fmax_mhz=81.99
export IMPL_clk_pin_slew_ns=0.08
export IMPL_yosys_warnings=1
export IMPL_startpoint_type="input port"
export IMPL_worstMarginPinSlew_ns=0.4324
export IMPL_drive_above_1_share_pct=42.42
export IMPL_hpwl_um=7679
export IMPL_synth_largest_area_cell="dfrtp_1"
export IMPL_finish_instance_area_um2=6595
export IMPL_rsz0062_at_grt="true"
export IMPL_cts_tree="yes"
export IMPL_diodes=0
export IMPL_die_height_um=103.1
export IMPL_chip_area_um2=10620
export IMPL_wl_um=9578
export IMPL_rows=36
export IMPL_grt_pass1_vias=3430
export IMPL_syn_area_um2=4086
export IMPL_powerDensity_nw_per_um2=1032
export IMPL_io_pins=105
export IMPL_crit_slowest_cell="fa_1"
export IMPL_max_cap_violations=0
export IMPL_power_uw=6806
export IMPL_endpoint="zero$_DFF_PN1_"
export IMPL_gp_congestion=0.8176
export IMPL_grt_overflow_total=0
export IMPL_critPathArrivalTime_ns=12.40
export IMPL_grtUsageTotal_pct=19.91
export IMPL_fin_crit_sh_pct=1220
export IMPL_synthCells=409
export IMPL_vias=3401
export IMPL_core_area_um2=9819
export IMPL_required_ns=1.20
export IMPL_dp_slack_ns=-11.96
export IMPL_layout_min_cycle_time_ns=12.20
export IMPL_final_cell_mix="buf_4, inv_1, ha_1"
export IMPL_antenna_found_initial=0
export IMPL_worstSetupStartpoint="src1[0]"
export IMPL_setup_viol=40
export IMPL_dr_first_iter_drc_count=56
export IMPL_cp_slowest_stage_delay_ns=0.49
export IMPL_worstSetupEndpointType="flip-flop"
## logic make-up after synthesis
logic type                 count (synthesis)  synth area share, %
adders and majority gates                 96                35.27
buffers and inverters                     89                9.859
and+or+nand+nor                           81                11.08
xor gates and xnor gates                  66                14.15
AOI/OAI and AO/OA                         42                8.175
DFF                                       35                21.46
## power by group
| part | leakage, uW | internal, uW | switching, uW |
|---|---|---|---|
| Combinational | 0.00277 | 2250 | 1680 |
| Sequential | 0.000425 | 1630 | 64.3 |
| Clock | 0.0000515 | 630 | 545 |
## critical path, delay by kind of cell
| family | cells | cell delay, ns |
|---|---|---|
| buf+inv | 2 | 0.16 |
| xor+xnor | 1 | 0.15 |
| compound gates | 2 | 0.13 |
| fa+ha+maj | 31 | 11.10 |
| simple gates | 5 | 0.66 |
## sequential cells by signal, indices dropped and copies added, names as in the netlist
| register | cells |
|---|---|
| zero | 1 |
| result | 32 |
| cout | 1 |
| overflow | 1 |
## Yosys cell counts
cell / count
buf_2: 10
o32ai_1: 23
dfstp_2: 1
and2_1: 23
nor2_1: 25
nor3_1: 1
ha_1: 64
dfrtp_1: 34
nor4_2: 3
buf_6: 5
o32ai_2: 1
nor4_1: 5
xor2_1: 64
nor2b_4: 1
nand4_1: 1
xnor2_1: 2
and2_0: 1
o21ai_0: 11
inv_1: 65
fa_1: 32
or2b_1: 1
clkbuf_1: 4
buf_4: 5
nor2b_1: 13
o31a_1: 7
nand2_1: 7
## final cells by class
class	instances	area, um2
fillers	728	3224
inverters	65	244.0
multi-input cells	285	3337
repair buffers	234	1871
flip-flops and latches	35	877.1
well taps	133	166.4
clock buffers	8	100.1
## worst min-delay path by stage
stage | from | to | slack [ns] | cells past startpoint
4_1_cts | ALU_control[0] | cout$_DFF_PN0_ | 0.35 | 3
5_1_grt | ALU_control[0] | cout$_DFF_PN0_ | 0.38 | 3
6_report | ALU_control[0] | cout$_DFF_PN0_ | 0.36 | 3
## timing repair
item                                    4_1_cts  5_1_grt
endpoints found under the setup margin       70       44
setup buffers                                 7        0
hold buffers                                  2        0
endpoints found under the hold margin         8        0
pin swaps                                    16        8
gates resized                               168        3
## layer usage
metal  wire length, um  GRT usage (%)  share of wire [%]
met1              4340          29.27                 45
met2              4559          32.77                 48
met3               641          4.273                6.7
met4                37          1.083               0.39
met5                 0              0                  0
## per-stage QoR
step	hold slack, ns	TNS, ns	std cells
floorplan	-0.09559	-221.45	409
detailed placement	0.1185	-242.61	745
CTS	0.3499	-216.64	760
global placement	0.1134	-241.37	745
finish	0.3570	-216.47	760
global route	0.3801	-223.48	760
Power figures rest on the tool's default switching activity, not on a simulated workload.

==> flow/design.v <==
module ALU(
    src1_i,
	src2_i,
	ctrl_i,
	result_o,
	zero_o
	);
input  [32-1:0]  src1_i;
input  [32-1:0]	 src2_i;
input  [4-1:0]   ctrl_i;
output [32-1:0]	 result_o;
output           zero_o;
reg    [32-1:0]  result_o;
wire             zero_o;
assign zero_o = result_o == 32'b0 ? 1 : 0;
always@(src1_i, src2_i, ctrl_i)begin 
	case(ctrl_i)
		0: result_o = src1_i & src2_i;
		1: result_o = src1_i | src2_i;
		2: result_o = src1_i + src2_i;
		6: result_o = src1_i - src2_i;
		7: result_o = (src1_i < src2_i) ? 1 : 0;
		12: result_o = ~(src1_i | src2_i);
		15: result_o = src1_i ^ src2_i;
		default: result_o = 0;
	endcase
end
endmodule
==> flow/run.sh <==
#!/bin/bash
# OpenROAD 26Q1-2900-gdf79404cd8, Yosys 0.63+post, stock flow scripts
make -C /OpenROAD-flow-scripts/flow DESIGN_CONFIG=/design/flow/config.mk WORK_HOME=/design/flow/orfs finish
==> flow/config.mk <==
export PLATFORM = sky130hd
export DESIGN_NAME = ALU
export DESIGN_NICKNAME = ALU
export VERILOG_FILES = /design/flow/design.v
export SDC_FILE = /design/flow/constraint.sdc
export NUM_CORES = 4
export LEC_CHECK = 1
export CORE_UTILIZATION = 30
==> flow/constraint.sdc <==
current_design ALU

set clk_period 23.0
set clk_io_pct 0.2

create_clock -name clk0 -period $clk_period

set non_clock_inputs [all_inputs -no_clocks]
set_input_delay [expr $clk_period * $clk_io_pct] -clock clk0 $non_clock_inputs
set_output_delay [expr $clk_period * $clk_io_pct] -clock clk0 [all_outputs]
==> flow_summary.toml <==
# generated from flow reports
[flow_run]
tool_warnings = 103
tally_of_max_capacitance_violations = 0

[finish]
postLayoutCoreUtil = 0.372
regArea_um2 = 0
flops = 0
finish.instance_area_mm2 = 0.00701
drive_above_1_share = 0.0424
area_growth_syn_to_layout_pct = 20.9
clock_buffers = 0

[setup_path]
crit_chain = "clkdlybuf4s50_1 > inv_1 > ha_1 > fa_1 > o21bai_1 > nand3_1 > a211o_1 > a31o_2 > o32ai_1 > nand3_1 > or4_1 > or4_1 > nor4b_2 > nand4_1 > nor4_2 > clkdlybuf4s50_1"
worstSetupPathDepth = 16
cell_with_the_largest_stage_delay_on_the_worst_path = "sky130_fd_sc_hd__or4_1"
startpoint_type = "primary input"
path_buffers = 3
crit_start = "src1_i[0]"
cp_top_family = "simple AND/OR/NAND/NOR gates"
critical_path_arrival_ns = 9.43
setup.worst_path.end_class = "output pin"
setup.worst_path.class = "primary input to output pin"
crit_end = "zero_o"
cp_slowest_stage_delay_ns = 0.57
cp.required_ns = 18.40
largest_fanout_on_the_critical_path = 3

[synth]
syn_area_per_cell_um2 = 6.55
post_synth_most_frequent_cells = "sky130_fd_sc_hd__ha_1 (103), sky130_fd_sc_hd__nor2_1 (102), sky130_fd_sc_hd__inv_1 (97)"
synthDominantCellAreaShare = 0.222
post_synth_main_area_contributors = "sky130_fd_sc_hd__ha_1 (22%), sky130_fd_sc_hd__nor2_1 (6.6%), sky130_fd_sc_hd__inv_1 (6.3%), sky130_fd_sc_hd__a21oi_1 (6.1%), sky130_fd_sc_hd__o21ai_0 (4.5%)"
xor_share = 0.00906
top_non_seq_family = "AND-OR/OR-AND gates"
ys_sh_adder = 0.229
ys_chip_area_mm2 = 0.00580
post_synth_inst_count = 886
syn-cell-area_mm2 = 0.00580
synth.area.mux_share = 0.00345
most_used_standard_cell_by_instance_count_after_synthesis = "sky130_fd_sc_hd__ha_1"
yosysWarnings = 1
yosys_stat_cell_total = 886
compound_area_frac = 0.398
post_synth_num_cell_types = 79
yosysTopAreaCell = "sky130_fd_sc_hd__ha_1"
synth-seq-area-share = 0
synth_simple_gate_area_share = 0.253

[pwr]
power.density_mw_per_mm2 = 23.3
ir_worst_vdd_mv = 0.00763
p_total_w = 0.000163
leakage_power_summed_over_all_cells_nw = 3.11

[floorplan]
die_height_um = 141
fp_util = 0.308
chipWidth_um = 141
chipArea_mm2 = 0.0199
pin_count = 101
core_area_mm2 = 0.0188
placement_rows = 50

[sta]
max_slew.worst_pin.slew_ns = 0.629
tns_ns = 0
final_max_slew_viol_count = 0
period_minus_slack_ns = 14.03
timing_hold_violations_final = 0
timing.slew.headroom = 0.575
fmax_ghz = 0.0713
fin_crit_sh = 0.610
timing.final.setup_violations = 0
unrepaired_setup_endpoints_after_global_routing = "false"

[global_route]
grt_first_pass_wirelength_um = 34200
globalRouteTotalUtil = 0.218
globalRouteOverflowTotal = 0
first_global_vias = 6374
grt_antenna_before_repair = 0
grt_max_degree = 36

[route]
diodes = 0
wirelength_um = 21900
via_per_inst = 5.71
vias = 6872
wl_per_cell_um = 18.2
initialDrtViolationCount = 657
detail_route.drc_violations = 0
detailedRoute.firstPassIterationCount = 5
detail-route-antenna-nets = 0

[clock_network]
post_cts.repair.setup_buffers = 0
cts_repair_resize_count = 0
cts_hold_buffers = 0

[placement]
dpl.hpwl_um = 17300
io_buffers = 101
placedInstanceArea_mm2 = 0.00701
gp_congestion = 0.977

[min_path]
hold_path.class = "primary input to output pin"

[outcome]
status = "completed"
[final cells by class]
type	count	area [um2]
Fill cell	1996	11800
Multi-Input combinational cell	732	5210
Timing Repair Buffer	114	1110
Inverter	97	364
Tap cell	260	325
[through the flow]
| step | hold slack (ns) | instances | setup slack [ns] |
|---|---|---|---|
| after floorplan | 9.39 | 886 | 10.76 |
| after global placement | 10.56 | 1203 | 8.98 |
| after detailed placement | 10.54 | 1203 | 9.01 |
| after CTS | 10.55 | 1203 | 9.01 |
| after global routing | 10.59 | 1203 | 8.67 |
| final | 10.53 | 1203 | 8.97 |
[power breakdown]
group / switching (W) / internal [W] / leakage, nW
registers: 0 / 0 / 0
logic: 0.0000937 / 0.0000697 / 3.11
clock network: 0 / 0 / 0
[cell families (layout without fill, tap and decap cells)]
logic type      after synthesis  count (layout)
xor+xnor                      6               6
simple gates                295             295
mux                           2               2
buf+inv                     154             211
fa+ha+maj                   105             105
compound gates              324             324
[how the worst min path moves through the flow]
stage	from	end	slack (ns)	depth (start not counted)
after global routing	src2_i[2]	result_o[2]	10.59	6
final	src2_i[2]	result_o[2]	10.53	6
after CTS	src2_i[2]	result_o[2]	10.55	6
[placed cells by master, fill, tap and decap left out, types with 12 or more instances in the layout]
cell,instances
sky130_fd_sc_hd__a221o_1,17
sky130_fd_sc_hd__a21o_1,14
sky130_fd_sc_hd__o21ai_0,52
sky130_fd_sc_hd__a221oi_1,16
sky130_fd_sc_hd__nand2b_1,12
sky130_fd_sc_hd__nand2_1,61
sky130_fd_sc_hd__nor3_1,20
sky130_fd_sc_hd__inv_1,97
sky130_fd_sc_hd__nand3_1,20
sky130_fd_sc_hd__a211oi_1,13
sky130_fd_sc_hd__a31oi_1,13
sky130_fd_sc_hd__nor2_1,102
sky130_fd_sc_hd__clkdlybuf4s50_1,101
sky130_fd_sc_hd__buf_4,13
sky130_fd_sc_hd__a21oi_1,71
sky130_fd_sc_hd__ha_1,103
sky130_fd_sc_hd__o211ai_1,17
sky130_fd_sc_hd__nor4_1,12
[metal layers]
layer	wire (um)	vias up	GRT usage	share of wire
met1	10200	3149	0.328	0.47
met3	1780	42	0.0246	0.081
met4	493	0	0.0526	0.023
li1	-	3382	-	-
met5	0	-	0	0
met2	9410	299	0.330	0.43
[worst min-delay path, stage by stage]
cell and delay [ns]:
sky130_fd_sc_hd__clkdlybuf4s50_1 0.42, sky130_fd_sc_hd__inv_1 0.08, sky130_fd_sc_hd__ha_1 0.16, sky130_fd_sc_hd__a221oi_1 0.07, sky130_fd_sc_hd__o21ai_1 0.12, sky130_fd_sc_hd__clkdlybuf4s50_1 0.48
Power is estimated from default activity; no workload was simulated.
